==> ./run.sh <==
#!/bin/bash
# OpenROAD 26Q1-2900-gdf79404cd8, Yosys 0.63+post, stock flow scripts
make -C /OpenROAD-flow-scripts/flow DESIGN_CONFIG=/design/flow/config.mk WORK_HOME=/design/flow/orfs finish
==> ./config.mk <==
export PLATFORM = sky130hd
export DESIGN_NAME = ReluMux
export DESIGN_NICKNAME = ReluMux
export VERILOG_FILES = /design/flow/design.v
export SDC_FILE = /design/flow/constraint.sdc
export NUM_CORES = 4
export LEC_CHECK = 1
export CORE_AREA = 10 10 70 70
export DIE_AREA = 0 0 80 80
==> ./constraint.sdc <==
current_design ReluMux

set clk_period 2.6
set clk_io_pct 0.2

create_clock -name clk0 -period $clk_period

set non_clock_inputs [all_inputs -no_clocks]
set_input_delay [expr $clk_period * $clk_io_pct] -clock clk0 $non_clock_inputs
set_output_delay [expr $clk_period * $clk_io_pct] -clock clk0 [all_outputs]
==> ./design.v <==
`timescale 1ns / 1ps
module ReluMux(en , In , Out);
    parameter DATA_WIDTH = 16;
    input  en;
    input  signed[DATA_WIDTH-1:0] In;
    output signed[DATA_WIDTH-1:0] Out;
    assign Out = (In > 0 || en) ? In : 0;
endmodule
==> CHANGELOG.md <==
## Flow update

* Final min period at 2.36 ns
* P per Cell Area at 146 nW/um2
* Net switching power at 13.5 uW
* Die Width at 80 um
* Status: finished clean
* Unrepaired setup endpoints after global routing: no
* Leak pwr at 0.200 nW
* Slew HR at 89.8%
* GR Overflow Total at 0
* Setup_tns at 0 ns
* Critical path data required time at 2.08 ns
* Pre-CTS setup slack at 0.233 ns
* Reg area at 0 um2
* Largest net degree at the start of global routing at 16
* Worst hold path type: in2out
* Yosys cell count at 18
* Dominant logic cell type in the layout: clkdlybuf4s50_1
* DIE AREA at 6400 um2
* Initial antenna violation count at 0
* Iter 0 DRT Violations at 2
* Drc violations at 0
* Post-cts hold buffer count at 0
* Routed Antenna Nets at 0
* Row count at 21
* Postcts setup bufs at 0
* Ant diodes at 0
* Clock power frac at 0%
* Vias per cell at 2.59
* Chip area in the Yosys report at 158 um2
* Switching share of total power at 17.3%
* Final hold vios at 0
* Yosys cell types at 4
* Drt total wl at 903 um
* Worst VDD drop at 0.0329 mV
* Clock buf count at 0
* Max Clk Rate at 425 MHz
* Tcrit/Tclk final at 90.6%
* RD Place Congestion at 0.816
* Tool warning count at 32
* Tot Pwr at 77.9 uW
* Synth warn at 0
* Core box area at 3420 um2
* Sequential share of power at 0%
* Crit-path max FO at 15
* Die Y at 80 um
* Post-cts sizing count at 0
* Layout cells sized above 1 at 34.0%
* Crit Path Class: in2out
* Internal power at 64.5 uW
* Crit. End Element: primary output
* Worst Slack Setup Final at 0.245 ns
* Layout area overhead at 239%
* Comb pwr share at 100.0%
* Worst slew pin tran at 0.154 ns
* Registers at 0
* Synth Seq Share at 0%
* Vias in the first global route at 266
* Number of port buffers at 33
* Floorplan utilization at 4.62%
* Arrival @ worst endpoint at 1.84 ns
* Global Route Usage Sum at 2.42%
* Top Layout Cells: clkdlybuf4s50_1 (33), and2_4 (10), and2_2 (6), nand2b_4 (1)
* Ports at 33
* Max_cap viols at 0
* Setup violators final at 0
* TritonRoute pass-1 iters at 2
* Final Max Tran Viols at 0
* Total number of vias at 249
* Global-route wire length before repair at 1260 um
* Synth Instances at 18
* Type of element launching the critical path: primary input
* Syn Area/Cell at 8.76 um2
* Routed WL per cell at 9.41 um
* Mapped Area at 158 um2
[power groups by stage]
stage         clock, mW  combinational [mW]  sequential [mW]
CTS                   0              0.0799                0
global route          0              0.0849                0
finish                0              0.0779                0
[metrics by stage]
step / area [um2] / utilization (%) / std cells / hold WS [ns]
after floorplan: 158 / - / 18 / 1.13
after global placement: 534 / 15.6 / 96 / 1.97
after detailed placement: 534 / 15.6 / 96 / 1.97
after CTS: 534 / 15.6 / 96 / 1.97
after global routing: 534 / 15.6 / 96 / 1.99
final: 534 / 15.6 / 96 / 1.97
[critical path, stage by stage]
cell and delay [ns]:
clkdlybuf4s50_1 0.47, nand2b_4 0.20, and2_2 0.16, clkdlybuf4s50_1 0.48
[area by class of cell]
class	count	area, um2
tap	46	57.6
timing repair buffer	33	330
multi-input combinational	17	146
fill	400	2880
[cell families after synthesis]
group                  after synthesis  synth area share (%)
AND/OR/NAND/NOR                     17                  92.9
buffers and inverters                1                  7.14
[routing by layer]
metal  share of wire [%]  up-vias  track usage [%]
li1                    -      117                -
met1                  43       99             2.77
met2                  25       33             3.13
met3                  32        0             2.73
met4                   0        0                0
met5                   0        -                0
[synthesized netlist by cell type]
library cell,count,area (um2)
and2_2,6,45.0
and2_4,10,87.6
buf_6,1,11.3
nand2b_4,1,13.8
[path summary, 6_finish.rpt]
check | depth (start not counted) | to | start | slack, ns
min | 3 | Out[7] | In[7] | 1.97
max | 4 | Out[3] | en | 0.24
No activity file was given, so power comes from the tool's default toggle rates.
