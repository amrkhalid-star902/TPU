<file path="./config.mk">
export PLATFORM = sky130hd
export DESIGN_NAME = dff
export DESIGN_NICKNAME = dff
export VERILOG_FILES = /design/flow/design.v
export SDC_FILE = /design/flow/constraint.sdc
export NUM_CORES = 4
export LEC_CHECK = 1
export CORE_AREA = 10 10 70 70
export DIE_AREA = 0 0 80 80
</file>
<file path="./constraint.sdc">
current_design dff

set clk_period 1.0
set clk_io_pct 0.2

create_clock -name clk0 -period $clk_period [get_ports {clk}]

set non_clock_inputs [all_inputs -no_clocks]
set_input_delay [expr $clk_period * $clk_io_pct] -clock clk0 $non_clock_inputs
set_output_delay [expr $clk_period * $clk_io_pct] -clock clk0 [all_outputs]
</file>
<file path="./design.v">
`timescale 1ns / 1ps
module dff(clk , reset , en , d , q);
    parameter DATA_WIDTH = 8;
    input clk;
    input reset;
    input en;
    input signed [DATA_WIDTH-1:0] d;
    output reg signed [DATA_WIDTH-1:0] q;
    always@(posedge clk)
    begin
        if(reset)
        begin
            q <= 0;
        end
        else if(en)
        begin
            q <= d;
        end
        else
        begin
            q <= q;
        end
    end
endmodule
</file>
<file path="./run.sh">
#!/bin/bash
# OpenROAD 26Q1-2900-gdf79404cd8, Yosys 0.63+post, stock flow scripts
make -C /OpenROAD-flow-scripts/flow DESIGN_CONFIG=/design/flow/config.mk WORK_HOME=/design/flow/orfs finish
</file>
==> Changelog: implementation <==
## Implementation

* Antenna-violating nets left at 0
* Total power density per cell area at 1210 nW/µm²
* Power spent charging and discharging nets at 134 µW
* Cell depth of the worst setup path at 1
* Final clock period utilization by the worst path at 93.6%
* Leak Pwr at 0.000242 µW
* Clock sink total at 8
* Critical path capture point type: output port
* Top Ports at 19
* Latest clock arrival within the worst-skew pair at 0.24 ns
* Kind of cell adding the most delay to the critical path: flip-flops
* Sum Neg Setup Slack at 0 ns
* Synth warn at 1
* Syn_area_per_cell at 11.0 µm²
* Largest fanout of any net on the critical path at 2
* Last weighted congestion value of the routability-driven placer at 0.664
* H-tree level count at 1
* Residual DRC count at 0
* GRT Resource Usage Total at 2.60%
* Overall die area at 6400 µm²
* Outcome: finished clean
* Routed length per instance at 9.39 µm
* Syn-to-layout area delta at 101%
* Maximum cell stage delay along the critical path at 0.33 ns
* Transition time at the pin with the least slew margin at 0.311 ns
* Clock buffers created by TritonCTS at 3
* Launch point of the worst reg-to-reg path: q[0]
* Wire length of the first global-routing pass at 1330 µm
* RSZ-0062 raised after global routing: false
* Global-route congestion overflow total at 0
* Fin Hold WS at 0.418 ns
* Worst min path class: input port to register
* Flip-flop count of the largest register after layout at 8
* Fraction of power consumed by combinational cells at 17.1%
* Final number of hold-violating endpoints at 0
* Clock tree from TritonCTS: built
* Ordered cell list for the critical path: clkdlybuf4s15_1
* Internal power of the cells at 564 µW
* FF-to-FF End: q[0]
* Wire length after detailed routing at 873 µm
* Count of unique library cells instantiated by Yosys at 5
* Power share of the sequential group at 50.5%
* N_diodes at 0
* Via total after detailed routing at 249
* Worst max-slew margin expressed relative to the limit at 79.2%
* Number of fillers in the final layout at 383
* Number of cell instances on the worst register-to-register path at 3
* Count of pins over their slew limit at 0
* Area occupied by multi-input gates at 114 µm²
* Register area at 170 µm²
* Share of post-route cells with drive strength above 1 at 29.8%
* Slack of the critical path at 0.0640 ns
* Number of input and output port buffers inserted at 18
* Core footprint at 3420 µm²
* Max clock buf depth at 2
* Clock edge transition at the registers on the reported setup and hold paths at 0.05 ns
* FP Util at 8.35%
* Number of cells produced by synthesis at 26
* Total power at 697 µW
* Drt first pass iters at 2
* Final setup fails at 0
* Die X-Extent at 80 µm
* Crit path to: q[1]
* Highest attainable clock frequency at 1070 MHz
* Shortest period the worst path allows at 0.936 ns
* Max Cap Viol at 0
* Worst clock skew on the final layout at 0 ns
* Switch share at 19.2%
* Post-synthesis instance area at 285 µm²
* Cells in synth_stat.txt at 26
* Worst EP required at 0.80 ns
* CP Launch Type: register
* Tool warnings at 25
* Buf+Inv Stages, Crit Path at 1
* Clock group share of total power at 32.3%
* Vertical extent of the die at 80 µm
* CTS root buf: sky130_fd_sc_hd__clkbuf_4
* Antenna violations before repair at 0
* Slack of the worst reg-to-reg path at 0.24 ns
* Number of design-rule violations left by the first detailed-router iteration at 8
* Pin count of the biggest net entering global routing at 9
* Top register by number of flip-flops: q
* Total cell area reported by yosys after synthesis at 285 µm²
* Routed vias/inst at 2.68
* Number of register bits inferred by synthesis at 8
* Via count of the first global-routing pass at 298
* Worst slack, placed at -0.224 ns
* Worst path slowest cell: sky130_fd_sc_hd__dfxtp_2
* Cell row count at 21
* Share of synthesized area occupied by flip-flops and latches at 56.1%
* Largest vdd supply drop at 236 µV
* Crit path kind: register to output port
* CP startpoint: q[1]
* Worst Path Arrival at 0.74 ns
* Registers with the highest flip-flop counts: q (8)
-- cells in the mapped netlist --
cell / number / area (µm²)
sky130_fd_sc_hd__buf_6: 1 / 11.3
sky130_fd_sc_hd__mux2i_1: 8 / 80.1
sky130_fd_sc_hd__buf_1: 1 / 3.75
sky130_fd_sc_hd__nor2_1: 8 / 30.0
sky130_fd_sc_hd__dfxtp_1: 8 / 160
-- cell type report --
| type | instances | share of cell area (%) |
|---|---|---|
| Tap cell | 46 | 10.0 |
| Sequential cell | 8 | 29.6 |
| Clock buffer | 3 | 3.92 |
| Multi-Input combinational cell | 16 | 19.8 |
| Timing Repair Buffer | 20 | 36.6 |
-- logic make-up (layout without fill, tap and decap cells) --
logic type             Yosys count  after routing  share of synthesized area, %
flip-flops                       8              8                          56.1
buffers and inverters            2             23                          5.26
multiplexers                     8              8                          28.1
AND/OR/NAND/NOR                  8              8                          10.5
-- stage by stage --
stage | instance area, µm² | utilization, % | instances
final | 574 | 16.8 | 93
after global routing | 574 | 16.8 | 93
after CTS | 558 | 16.3 | 92
after detailed placement | 528 | 15.5 | 89
after global placement | 528 | 15.5 | 89
after floorplan | 285 | - | 26
-- layer usage --
layer	track usage, %	vias to the layer above	share of wire, %
met5	0	-	0
met2	5.54	2	65
met1	1.87	118	28
li1	-	127	-
met3	1.25	2	5.8
met4	0.704	0	0.57
-- worst reg2reg max path: stages, from the launching register on --
cell and delay, ns:
sky130_fd_sc_hd__dfxtp_2 0.31, sky130_fd_sc_hd__buf_4 0.12, sky130_fd_sc_hd__mux2i_2 0.14, sky130_fd_sc_hd__nor2_1 0.06
-- worst min path at each step --
stage / from / endpoint / slack [ns] / depth (start not counted)
finish: en / q[5] / 0.42 / 4
global route: en / q[5] / 0.45 / 4
CTS: q[5] / q[5] / 0.49 / 2
-- what timing repair did --
action | 4_1_cts | 5_1_grt
resized | 22 | 4
endpoints found under the setup margin | 8 | 7
hold buffers | 0 | 0
setup buffers | 0 | 1
gates cloned | 0 | 0
-- power by group through the flow --
stage	sequential, µW	combinational, µW	clock, µW
after global routing	354	130	258
final	352	119	226
after CTS	353	116	240
-- layout by cell type, fill, tap and decap left out --
| cell type | n |
|---|---|
| sky130_fd_sc_hd__clkdlybuf4s50_1 | 9 |
| sky130_fd_sc_hd__nor2_1 | 8 |
| sky130_fd_sc_hd__buf_12 | 1 |
| sky130_fd_sc_hd__buf_4 | 1 |
| sky130_fd_sc_hd__clkdlybuf4s15_1 | 8 |
| sky130_fd_sc_hd__mux2i_1 | 7 |
| sky130_fd_sc_hd__mux2i_2 | 1 |
| sky130_fd_sc_hd__dlymetal6s2s_1 | 1 |
| sky130_fd_sc_hd__dfxtp_2 | 8 |
| sky130_fd_sc_hd__clkbuf_4 | 3 |
No activity file was given, so power comes from the tool's default toggle rates.
